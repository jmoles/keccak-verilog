===== run.sh =====
#!/bin/bash
# OpenROAD 26Q1-2900-gdf79404cd8, Yosys 0.63+post, stock flow scripts
make -C /OpenROAD-flow-scripts/flow DESIGN_CONFIG=/design/flow/config.mk WORK_HOME=/design/flow/orfs finish

===== config.mk =====
export PLATFORM = sky130hd
export DESIGN_NAME = keccak_round_constants_gen
export DESIGN_NICKNAME = keccak_round_constants_gen
export VERILOG_FILES = /design/flow/design.v
export SDC_FILE = /design/flow/constraint.sdc
export NUM_CORES = 4
export LEC_CHECK = 1
export CORE_AREA = 10 10 70 70
export DIE_AREA = 0 0 80 80

===== constraint.sdc =====
current_design keccak_round_constants_gen

set clk_period 1.2
set clk_io_pct 0.2

create_clock -name clk0 -period $clk_period

set non_clock_inputs [all_inputs -no_clocks]
set_input_delay [expr $clk_period * $clk_io_pct] -clock clk0 $non_clock_inputs
set_output_delay [expr $clk_period * $clk_io_pct] -clock clk0 [all_outputs]

===== design.v =====
package pkg_keccak;
    parameter int NUM_PLANE             = 5;
    parameter int NUM_SHEET             = 5;
    parameter int unsigned N            = 64;
    parameter int unsigned IN_BUF_SIZE  = 64;
    parameter int unsigned OUT_BUF_SIZE = 64;
    typedef logic   [N-1:0]             k_lane;
    typedef k_lane  [NUM_SHEET-1:0]     k_plane;
    typedef k_plane [NUM_PLANE-1:0]     k_state;
    function int ABS (int numberIn);
        ABS = (numberIn < 0) ? -numberIn : numberIn;
    endfunction
endpackage
module keccak_round_constants_gen(
        input   [4:0]          round_number,
        output  logic [63:0]  round_constant_signal_out);
    always_comb
    begin
        case(round_number)
            5'b00000 : round_constant_signal_out = 64'h0000_0000_0000_0001;
            5'b00001 : round_constant_signal_out = 64'h0000_0000_0000_8082;
            5'b00010 : round_constant_signal_out = 64'h8000_0000_0000_808A;
            5'b00011 : round_constant_signal_out = 64'h8000_0000_8000_8000;
            5'b00100 : round_constant_signal_out = 64'h0000_0000_0000_808B;
            5'b00101 : round_constant_signal_out = 64'h0000_0000_8000_0001;
            5'b00110 : round_constant_signal_out = 64'h8000_0000_8000_8081;
            5'b00111 : round_constant_signal_out = 64'h8000_0000_0000_8009;
            5'b01000 : round_constant_signal_out = 64'h0000_0000_0000_008A;
            5'b01001 : round_constant_signal_out = 64'h0000_0000_0000_0088;
            5'b01010 : round_constant_signal_out = 64'h0000_0000_8000_8009;
            5'b01011 : round_constant_signal_out = 64'h0000_0000_8000_000A;
            5'b01100 : round_constant_signal_out = 64'h0000_0000_8000_808B;
            5'b01101 : round_constant_signal_out = 64'h8000_0000_0000_008B;
            5'b01110 : round_constant_signal_out = 64'h8000_0000_0000_8089;
            5'b01111 : round_constant_signal_out = 64'h8000_0000_0000_8003;
            5'b10000 : round_constant_signal_out = 64'h8000_0000_0000_8002;
            5'b10001 : round_constant_signal_out = 64'h8000_0000_0000_0080;
            5'b10010 : round_constant_signal_out = 64'h0000_0000_0000_800A;
            5'b10011 : round_constant_signal_out = 64'h8000_0000_8000_000A;
            5'b10100 : round_constant_signal_out = 64'h8000_0000_8000_8081;
            5'b10101 : round_constant_signal_out = 64'h8000_0000_0000_8080;
            5'b10110 : round_constant_signal_out = 64'h0000_0000_8000_0001;
            5'b10111 : round_constant_signal_out = 64'h8000_0000_8000_8008;
            default : round_constant_signal_out = '0;
        endcase
    end
endmodule

==> flow_summary.json <==
{
  "slew_violations": 0,
  "wl_met2_mm": 1.06,
  "combGateArea_um2": 699,
  "die_h_um": 80,
  "power_frac_seq_pct": 0,
  "highest_layer": "met3",
  "drcViolationCount": 0,
  "grt_pass1_vias": 711,
  "crit_start": "round_number[0]",
  "syn_inst": 111,
  "fp_util_pct": 25.2,
  "powerDensity_mw_per_mm2": 289,
  "first_pass_iters": 2,
  "whs_ps": 954,
  "drtIter0Drc": 33,
  "drt-met1-wl_um": 939,
  "drv_cap": 0,
  "rsz0062_at_grt": "yes",
  "antenna_found_initial": 0,
  "dieArea_mm2": 0.00640,
  "gp_congestion": 0.812,
  "grt_usage_pct": 5.82,
  "clkPwrFrac_pct": 0,
  "path_class": "in2out",
  "cellLeakagePower_nw": 0.564,
  "crit_slowest_cell": "ha_4",
  "critPathMaxStageDelay_ps": 260,
  "met3_length_um": 137,
  "ioPinCount": 69,
  "crit_path_cell_trace": "buf_8 -> clkinvlp_4 -> ha_4 -> buf_6 -> mux2i_1 -> nor2_1 -> o32ai_2 -> buf_2",
  "via_count": 646,
  "lay_top_cells": "conb_1 (57), buf_4 (18), buf_2 (10)",
  "fin_crit_sh_pct": 139,
  "via_per_inst": 3.42,
  "peakVddDrop_mv": 0.0673,
  "yosys_area_um2": 860,
  "dp.cells": 181,
  "cp_num_buf_inv": 4,
  "seq_area_um2": 0,
  "synth_cell_types": 29,
  "numPortBuffers": 12,
  "finalWorstSetupSlack_ps": -463,
  "p_sw_share_pct": 44.9,
  "routed_wl_mm": 2.13,
  "syn2layout_area_growth_pct": 24.2,
  "required_ps": 960,
  "combPwrFrac_pct": 100.0,
  "setup.worst_path.start_class": "input port",
  "hold_start": "round_number[2]",
  "power.switching_mw": 0.138,
  "drive_above_1_share_pct": 40.6,
  "hold_class": "in2out",
  "tool_warnings": 41,
  "cts_hold_buf": 0,
  "grt_pass1_wl_mm": 3.22,
  "final_common_cell": "conb_1",
  "ant_nets": 0,
  "core_mm2": 0.00342,
  "synthesis.area_um2": 860,
  "path_delay_family": "buffers and inverters",
  "yosys_warnings": 1,
  "cp_data_arrival_time_ps": 1420,
  "detail_route.wl_per_cell_um": 11.3,
  "ys_seq_share_pct": 0,
  "setup_viol": 7,
  "flops": 0,
  "min_period_ps": 1660,
  "grt_overflow": 0,
  "antenna_cells": 0,
  "final_hold_viol_count": 0,
  "grt_max_degree": 9,
  "p_int_mw": 0.170,
  "cp-end-kind": "primary output",
  "run_status": "finished with violations",
  "fill_cells": 371,
  "hpwlAfterDp_mm": 1.69,
  "max_clock_freq_ghz": 0.601,
  "rows": 21,
  "yosysCellCount": 111,
  "fp.dieW_um": 80,
  "stdcell_count": 189,
  "violations": "negative setup slack",
  "clock_buffers": 0,
  "fin_setup_tns_ps": -2280,
  "path_max_fanout": 4,
  "synth_area_per_cell_um2": 7.74
}
==> power groups by stage <==
stage / clock (mW) / combinational (mW) / sequential (mW)
5_1_grt: 0 / 0.346 / 0
6_report: 0 / 0.308 / 0
4_1_cts: 0 / 0.302 / 0
==> final timing paths <==
path	slack (ps)	to	cells after the start
max	-460	round_constant_signal_out[3]	8
min	950	round_constant_signal_out[1]	4
==> per-stage QoR <==
step                utilization (%)  power [mW]  area (um2)  setup slack [ps]
floorplan                         -       0.255        1090             -21.5
global placement               27.3       0.269         933             -1180
detailed placement             27.3       0.268         933             -1170
CTS                            30.6       0.302        1040              -515
global route                   31.2       0.346        1070              -527
finish                         31.2       0.308        1070              -463
==> Yosys cell counts (2+ instances only) <==
library cell	count	area (um2)
buf_6	2	22.5
a21oi_1	2	10.0
o21ai_0	2	10.0
inv_1	5	18.8
ha_1	7	87.6
nand2b_1	4	25.0
mux2i_1	6	60.1
buf_4	58	435
nor2_1	4	15.0
o221a_1	2	22.5
==> repair_timing <==
item | in CTS | in global routing
setup buffers | 6 | 1
pin swaps | 9 | 5
gates cloned | 1 | 0
resized | 69 | 4
setup endpoints to repair | 7 | 7
==> kinds of logic (layout without fill, tap and decap cells) <==
| family | after synthesis | count (layout) | share of synthesized area [%] |
|---|---|---|---|
| fa+ha+maj | 7 | 7 | 10.2 |
| buf+inv | 66 | 42 | 55.9 |
| compound gates | 18 | 18 | 18.1 |
| other cells | 1 | 57 | 0.436 |
| mux | 7 | 7 | 8.30 |
| simple gates | 12 | 12 | 7.13 |
==> cell type report <==
class,count,area share (%)
tap,46,5.39
multi-input combinational,101,65.5
timing repair buffer,36,26.1
inverter,6,2.93
==> metal layers <==
metal	vias to the layer above	global-route usage, %
met5	-	0
met4	0	0
met3	0	1.02
met2	32	10.8
met1	288	7.19
li1	326	-
Power figures rest on the tool's default switching activity, not on a simulated workload.
