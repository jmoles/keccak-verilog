==> flow/design.v <==
package pkg_keccak;
    parameter int NUM_PLANE             = 5;
    parameter int NUM_SHEET             = 5;
    parameter int unsigned N            = 64;
    parameter int unsigned IN_BUF_SIZE  = 64;
    parameter int unsigned OUT_BUF_SIZE = 64;
    typedef logic   [N-1:0]             k_lane;
    typedef k_lane  [NUM_SHEET-1:0]     k_plane;
    typedef k_plane [NUM_PLANE-1:0]     k_state;
    function int ABS (int numberIn);
        ABS = (numberIn < 0) ? -numberIn : numberIn;
    endfunction
endpackage
import pkg_keccak::IN_BUF_SIZE;
import pkg_keccak::OUT_BUF_SIZE;
parameter int unsigned IN_BUF_WORD_SIZE  = (1024/IN_BUF_SIZE)-1;
parameter int unsigned IN_BUF_DATA = 1023-(IN_BUF_SIZE-1);
parameter int unsigned COUNT_OUT_WORD_SIZE = 256/OUT_BUF_SIZE;
module keccak_buffer(
    input                         Clock,
    input                         Reset,
    input   [IN_BUF_SIZE-1:0]     Din_buffer_in,
    input                         Din_buffer_in_valid,
    input                         Last_block,
    input   [255:0]               Dout_buffer_in,
    input                         Ready,
    output                        Din_buffer_full,
    output  [1023:0]              Din_buffer_out,
    output  [OUT_BUF_SIZE-1:0]    Dout_buffer_out,
    output  logic                 Dout_buffer_out_valid);
    logic               mode;                
    logic               buffer_full;
    logic   [31:0]       count_in_words;
    logic   [1023:0]    buffer_data;
    logic   [31:0]       count_out_words;     
    assign  Din_buffer_out                      = buffer_data;
    assign  Dout_buffer_out                     = buffer_data[OUT_BUF_SIZE-1:0];
    assign  Din_buffer_full                     = buffer_full;
    always_ff @(posedge Clock or posedge Reset)
    begin
        if(Reset) begin
            buffer_data                         <= '0;
            count_in_words                      <= '0;
            count_out_words                     <= 0;
            buffer_full                         <= '0;
            mode                                <= '0;
            Dout_buffer_out_valid               <= '0;
        end else begin
            if(Last_block && Ready) begin
                mode                            <= '1;
            end
            if(~mode)
            begin
                if(buffer_full && Ready) begin
                    buffer_full                 <= '0;
                    count_in_words              <= '0;
                end else begin
                    if(Din_buffer_in_valid & ~buffer_full) begin
                        buffer_data             <= (buffer_data >> IN_BUF_SIZE);
                        buffer_data[1023:IN_BUF_DATA]   <= Din_buffer_in;
                        if(count_in_words == IN_BUF_WORD_SIZE) begin
                            buffer_full         <= '1;
                            count_in_words      <= '0;
                        end else begin
                            count_in_words      <= count_in_words + 1;
                        end  
                    end  
                end  
            end else begin
                if(count_out_words == 0) begin
                    buffer_data[255:0]          <= Dout_buffer_in;
                    count_out_words             <= count_out_words + 1;
                    Dout_buffer_out_valid       <= '1;
                end else begin
                    if(count_out_words < COUNT_OUT_WORD_SIZE) begin
                        count_out_words         <= count_out_words + 1;
                        Dout_buffer_out_valid   <= '1;
                        buffer_data             <= (buffer_data >> OUT_BUF_SIZE);
                    end else begin
                        Dout_buffer_out_valid   <= '0;
                        count_out_words         <= '0;
                        mode                    <= '0;
                    end  
                end  
            end  
        end  
    end  
endmodule
==> flow/run.sh <==
#!/bin/bash
# OpenROAD 26Q1-2900-gdf79404cd8, Yosys 0.63+post, stock flow scripts
make -C /OpenROAD-flow-scripts/flow DESIGN_CONFIG=/design/flow/config.mk WORK_HOME=/design/flow/orfs finish
==> flow/config.mk <==
export PLATFORM = sky130hd
export DESIGN_NAME = keccak_buffer
export DESIGN_NICKNAME = keccak_buffer
export VERILOG_FILES = /design/flow/design.v
export SDC_FILE = /design/flow/constraint.sdc
export NUM_CORES = 4
export LEC_CHECK = 1
export CORE_AREA = 10 10 599 599
export DIE_AREA = 0 0 609 609
==> flow/constraint.sdc <==
current_design keccak_buffer

set clk_period 224.7
set clk_io_pct 0.2

create_clock -name clk0 -period $clk_period [get_ports {Clock}]

set non_clock_inputs [all_inputs -no_clocks]
set_input_delay [expr $clk_period * $clk_io_pct] -clock clk0 $non_clock_inputs
set_output_delay [expr $clk_period * $clk_io_pct] -clock clk0 [all_outputs]
==> results.json <==
{
  "edf_count": 0,
  "area_growth_pct": 55.44,
  "final-max-slew-violation-count": 0,
  "antenna_left": 0,
  "warning_count": 42,
  "hpwl_microns": 227400,
  "finalHoldViolations": 0,
  "cp_slowest_stage_delay_ns": 0.75,
  "startpoint_type": "primary input",
  "grt_start_max_net_pins": 158,
  "cts_made_buffers": 142,
  "regArea_sq_um": 27300,
  "slowest_stage": "buf_4",
  "yosysMostFrequentCell": "nand2_1",
  "placed_area_sq_um": 61430,
  "wl_microns": 277400,
  "ys.flops": 1091,
  "die_x_microns": 609,
  "ys_cells": 4654,
  "netlist_area_sq_um": 42660,
  "grt_first_pass_wirelength_microns": 364700,
  "yosys-stat-area_sq_um": 42660,
  "root_buffer": "clkbuf_16",
  "p_leak_uw": 0.03009,
  "track_usage": 0.1462,
  "wl_per_cell_microns": 26.01,
  "critical-path-top-delay-family": "buffers and inverters",
  "critical_path_arrival_ns": 49.19,
  "yosysTopAreaCellShare": 0.6399,
  "finalClockPeriodUsage": 0.2157,
  "cts_setup_buffers": 0,
  "die_h_microns": 609,
  "worst_pin_slew_ns": 0.9789,
  "avgSynthCellArea_sq_um": 9.167,
  "cts_tree": "yes",
  "vias_per_cell": 3.613,
  "peakVddDrop_mv": 0.01029,
  "setup_ws_ns": 176.24,
  "ys_seq_frac": 0.6399,
  "drc": 0,
  "crit_type": "in -> reg",
  "clockBufferDepth": 4,
  "maxSlewHeadroom": 0.3420,
  "hold_path.class": "reg -> reg",
  "io_buffers": 1414,
  "drive_gt1_frac": 0.04877,
  "routabilityCongestion": 0.9424,
  "clock_skew_ns": 0.1218,
  "pre_cts_ws_ns": 175.50,
  "grt_setup_unrepaired": "no",
  "yosys-top-cells-count": "2140 x nand2_1, 1091 x dfrtp_1, 585 x nor2_1, 257 x o22ai_1, 152 x buf_2",
  "critPathRequiredTime_ns": 225.43,
  "cap_violations": 0,
  "synthCells": 4654,
  "yosysTopAreaCell": "dfrtp_1",
  "ys.flop_type": "dfrtp_1",
  "cp_common_cell": "buf_4",
  "fmax_ghz": 0.02063,
  "area_leaders": "dfrtp_1 64%, nand2_1 19%, nor2_1 5.1%",
  "fin_tns_setup_ns": 0,
  "end_kind": "flop",
  "clk_latency_ns": 0.85,
  "period_minus_slack_ns": 48.46,
  "grt_pass1_vias": 37414,
  "chip_area_sq_um": 370900,
  "core_sq_um": 345900,
  "powerDensity_nw_per_um2": 15.27,
  "cp_cell_sequence": "clkdlybuf4s50_1 > nand3b_1 > o31a_2 > buf_12 > buf_4 > buf_4 > buf_4 > a22o_1",
  "clock_sinks": 1091,
  "antenna_found_initial": 86,
  "initialDrtViolationCount": 3763,
  "synth.distinct_cells": 40,
  "setup_violations": 0,
  "drt_pass1_iterations": 5,
  "path_buffers": 5,
  "outcome": "complete, no violations",
  "worstPathMaxFanout": 157,
  "rows": 216,
  "fin_area_sq_um": 66320,
  "ios": 1415,
  "ys_warn_count": 1,
  "vias": 38521,
  "power_uw": 1013,
  "htreeDepth": 4,
  "async_flop_share": 1.000,
  "path_clk_slew_ns": 0.07,
  "gr-total-overflow": 0,
  "cts-resized-gates": 0,
  "fp-utilization": 0.1233,
  "hold_buffers": 0,
  "logic_area_sq_um": 13660,
  "fillCellCount": 37892
}
## state kept, by name, summed over array words and instances (netlist names)
| signal | count |
|---|---|
| Dout_buffer_out_valid | 1 |
| buffer_data | 1024 |
| buffer_full | 1 |
| count_in_words | 32 |
| count_out_words | 32 |
| mode | 1 |
## final cells by class
type                       count  share of cell area
tap                         4578             0.08637
sequential                  1091              0.4117
timing repair buffer        1475              0.2216
multi-input combinational   3223              0.2059
inverter                      10           0.0006792
clock inverter                56             0.01194
clock buffer                 194             0.06045
antenna                       35            0.001321
## routing by layer
metal  track usage  up-vias  part of all wire
met2        0.2360     1585              0.48
li1              -    17486                 -
met3       0.07034      375              0.11
met1        0.1699    19047              0.36
met4       0.05078       28             0.043
met5             0        -           0.00065
## placed cells by master (no fill, tap or decap), drive strengths merged, types with 13 or more instances in the layout
cell,count
nor4,20
o22ai,257
clkdlybuf4s50,1414
nor2,585
diode,35
buf,61
clkinv,30
xor2,22
nand2,2140
inv,19
dfrtp,1091
a22o,64
clkbuf,194
bufinv,15
nor3,13
nand4,24
## cell families after synthesis
family	Yosys count	synth area share
flip-flops	1091	0.6399
buffers and inverters	340	0.04088
AND/OR/NAND/NOR	2823	0.2543
XOR/XNOR	31	0.006364
AND-OR/OR-AND	362	0.05675
adder cells (fa/ha/maj)	3	0.0008799
multiplexers	4	0.0009678
## worst register-to-register path: stages (launching register included)
cell and delay [ns]:
dfrtp_1 0.43, nor4_1 0.38, nand4_1 0.40, o31ai_4 0.39
buf_4 0.54, buf_4 0.71, buf_4 0.74, buf_4 0.75
nand2_1 0.41, nand2_1 0.14
## final timing paths
| kind | cells past startpoint | slack, ns | to | start |
|---|---|---|---|---|
| worst max-delay path | 8 | 176.24 | buffer_data[985]$_DFFE_PP0P_ | Din_buffer_in_valid |
| worst min-delay path | 2 | 0.44 | buffer_data[268]$_DFFE_PP0P_ | buffer_data[332]$_DFFE_PP0P_ |
| worst max register to register | 9 | 219.70 | buffer_data[922]$_DFFE_PP0P_ | count_out_words[12]$_DFFE_PP0P_ |
| worst min register to register | 2 | 0.44 | buffer_data[268]$_DFFE_PP0P_ | buffer_data[332]$_DFFE_PP0P_ |
| max in group asynchronous | 7 | 176.72 | buffer_data[812]$_DFFE_PP0P_ | Reset |
| min in group asynchronous | 2 | 44.61 | buffer_data[335]$_DFFE_PP0P_ | Reset |
## report_power, final
part	total [uW]	internal [uW]	switching, uW
Sequential	368	270	98.0
Combinational	405	186	219
Clock	240	143	96.7
## metrics by stage
stage	cells	hold WS [ns]	utilization
2_1_floorplan	4654	0.4367	-
3_3_place_gp	10377	0.4729	0.1776
3_5_place_dp	10377	0.4774	0.1776
4_1_cts	10627	0.4526	0.1915
5_1_grt	10644	0.4836	0.1916
6_report	10662	0.4359	0.1917
